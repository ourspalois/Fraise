[flow/config.mk]
export PLATFORM = sky130hd
export DESIGN_NAME = bot_logic
export DESIGN_NICKNAME = bot_logic
export VERILOG_FILES = /design/flow/design.v
export SDC_FILE = /design/flow/constraint.sdc
export NUM_CORES = 4
export LEC_CHECK = 1
export CORE_AREA = 10 10 70 70
export DIE_AREA = 0 0 80 80
[flow/design.v]
package comparator_pkg;
    typedef enum logic[7:0] {min, max, inf, inf_or_eq, eq, sup_or_eq, sup, neq} comparator_intr_e;
endpackage
module Gupta #(
    parameter M = 8
)   
(
    input logic [M-1:0] rnd,
    input logic [M-1:0] proba,
    output logic probabit
);
  logic [M-2:0] Ni;
  logic [M-2:0] Oi;
  assign Ni[0] = ~rnd[M-1];
  assign Oi[0] = rnd[M-1] & proba[M-1];
  generate
    genvar i;
    for (i = 1; i <= M - 2; i = i + 1) begin
      assign Ni[i] = (~rnd[M-i-1]) & Ni[i-1];
      assign Oi[i] = Oi[i-1] | (proba[M-i-1] & Ni[i-1] & rnd[M-i-1]);
    end
  endgenerate
  assign probabit = Oi[M-2] | (proba[0] & rnd[0] & Ni[M-2]);
endmodule
module bot_logic #(
    parameter M = 8
) (
    input logic [M-1:0] DATA,
    input logic [M-1:0] rnd,
    input logic [$clog2(M)-1:0] adr_c,
    input logic bit_prev,
    select,
    adr_0,
    input logic stoch_log,
    input logic [M-1:0] DATA_prev,
    input logic inference,
    output logic [M-1:0] DATA_next,
    output logic bit_next
);
  logic probaBit, bit_prev0;
  assign bit_prev0 = stoch_log ? 1'b0 : bit_prev;
  Gupta #(M) gupta (
      .rnd(rnd),
      .proba(DATA),
      .probabit(probaBit)
  );
  logic selecting_out;
  selecting #(M) sel (
      .adr(adr_c),
      .proba(DATA),
      .select(select),
      .adr_0(adr_0),
      .probabit(probaBit),
      .selecting_out(selecting_out)
  );
  assign bit_next = selecting_out & bit_prev0;
  logic [M-1:0] DATA_auth;
  assign DATA_auth = inference ? DATA : 8'b0;
  additions #(M) add (
      .proba1(DATA_auth),
      .proba2(DATA_prev),
      .proba_out(DATA_next)
  );
endmodule
module selecting #(
    parameter M = 8
) (
    input logic [$clog2(M)-1:0] adr,
    input logic [M-1:0] proba,
    input logic select,
    input logic adr_0,
    input logic probabit,
    output logic selecting_out
);
  assign selecting_out = select ? (adr_0 ? proba[adr] : 1'b1) : probabit;
endmodule
module additions #(parameter M = 8)
	(input logic [M-1:0] proba1, proba2,
	output logic [M-1:0] proba_out);
	logic [M:0] d1;
	logic [M-1:0] overflow;
	assign overflow = 8'b11111111;  
	assign d1 = proba1 + proba2;
	assign proba_out = d1[M] ? overflow : d1[M-1:0];
endmodule
[flow/run.sh]
#!/bin/bash
# OpenROAD 26Q1-2900-gdf79404cd8, Yosys 0.63+post, stock flow scripts
make -C /OpenROAD-flow-scripts/flow DESIGN_CONFIG=/design/flow/config.mk WORK_HOME=/design/flow/orfs finish
[flow/constraint.sdc]
current_design bot_logic

set clk_period 5.9
set clk_io_pct 0.2

create_clock -name clk0 -period $clk_period

set non_clock_inputs [all_inputs -no_clocks]
set_input_delay [expr $clk_period * $clk_io_pct] -clock clk0 $non_clock_inputs
set_output_delay [expr $clk_period * $clk_io_pct] -clock clk0 [all_outputs]
==> results.toml <==
# implementation run metrics
[yosys]
seq_area_frac_synth = 0
yosys-stat-cells = 76
top_area_frac = 0.1649
yosysChipArea_sq_um = 606.8
syn_avg_cell_area_sq_um = 7.985
synth_warnings = 0
syn_area_sq_um = 606.8
top_area_cell = "ha_1"
synthTopCellsByArea = "ha_1 16%, mux4_1 8.7%, and2_1 8.2%"
syn_inst = 76
ys_types = 25

[setup_path]
max_stage_delay_ps = 490
crit_path_cell_trace = "clkdlybuf4s50_1, and2_1, ha_1, fa_1, a211oi_1, o21bai_1, a21oi_1, mux2i_1, clkdlybuf4s50_1"
crit_path_top_delay_cell = "clkdlybuf4s50_1"
arrival_ps = 3890
crit_path_frequent_cell = "clkdlybuf4s50_1"
worst-path-buf-inv = 2
end_kind = "output pin"
path_class = "input pin to output pin"
crit_path_start_kind = "input pin"
cp_max_fo = 8
crit_required_ps = 4720
cp_top_family = "buffers and inverters"

[floorplanning]
dieArea_sq_mm = 0.006400
pin_count = 41
rows = 21
die_y_microns = 80
core_area_sq_mm = 0.003416
die_w_microns = 80
fp_util = 0.1777

[timing]
hold_viol_final = 0
report.final.slew_viol_count = 0
max-slew-margin-rel = 0.7033
finalClockPeriodUsage = 0.8591
max_freq_mhz = 197.3
post-route-min-period_ps = 5069
tightest_slew_ps = 440.4
finalWorstSetupSlack_ps = 831.5
rsz0062_at_grt = "no"
setup_viol = 0
setup_tns_ps = 0

[worst_hold_path]
worst_hold_path_type = "input pin to output pin"

[layout]
n_clock_buffer = 0
final_common_cell = "clkdlybuf4s50_1"
flop_area_sq_um = 0
syn_to_final_growth_pct = 77.11
utilization = 0.3147
drive_gt1_frac = 0.01709
layout_top_cells = "41 x clkdlybuf4s50_1, 8 x and2_1, 8 x o21ai_0, 8 x ha_1, 7 x a21oi_1"
flops = 0
design_area_sq_mm = 0.001075

[routing]
drt_iter0_drc = 11
ant_nets = 0
num_antenna_cells = 0
wl_per_cell_microns = 12.75
vias = 722
routed_via_density = 4.429
firstDrtPassIters = 2
drc = 0
finalWirelength_mm = 2.078

[clocking]
cts_resized = 0
holdBufCountCts = 0
cts_setup_buffers = 0

[job]
openroad.warnings = 32
maxCapViolations = 0

[placed_design]
hpwl_mm = 1.915
numPortBuffers = 41
dpl_worst_slack_ps = 811.5
place_area_sq_mm = 0.001075
gp_congestion = 0.8531

[power]
p_leak_uw = 0.0004263
powerDensity_mw_per_mm2 = 83.70
ir_drop_mv = 0.03829
finalPower_uw = 89.96

[outcome]
outcome = "finished, final reports clean"

[global_routing]
grt_pass1_wl_mm = 3.305
grt_pass1_vias = 738
grt_antenna_before_repair = 0
grt_max_degree = 9
grt_usage = 0.06159
globalRouteOverflowTotal = 0
-- logic make-up (layout without fill, tap and decap cells) --
family | count (synthesis) | in the layout | synth area share
xor+xnor | 1 | 1 | 0.01444
simple gates | 23 | 23 | 0.2165
mux | 5 | 5 | 0.1361
compound gates | 35 | 35 | 0.4165
buf+inv | 3 | 44 | 0.01856
fa+ha+maj | 9 | 9 | 0.1979
-- metrics by stage --
step	hold WS [ps]	cells
floorplan	2372	76
global placement	3303	163
detailed placement	3311	163
CTS	3312	163
global route	3339	163
finish	3298	163
-- power breakdown --
group	switching [uW]	internal, uW
combinational	32.4	57.6
sequential	0	0
clock	0	0
-- tightest hold or removal path: stages --
cell and delay, ps:
clkdlybuf4s50_1 400, inv_1 90, a2111oi_4 50, clkdlybuf4s50_1 400
-- path summary, 6_finish.rpt --
kind,start,end,slack [ps],depth (start not counted)
setup / recovery,inference,DATA_next[6],830,9
hold / removal,bit_prev,bit_next,3300,4
-- per-layer routing --
layer	vias up	wire length [microns]	track usage
li1	384	-	-
met1	313	969	0.08571
met2	23	940	0.09390
met3	2	136	0.01818
met4	0	31	0.007042
met5	-	0	0
-- layout make-up --
type                            count  area (sq um)
Multi-Input combinational cell     73         595.6
Timing Repair Buffer               41         410.4
Inverter                            3         11.26
Tap cell                           46         57.56
Fill cell                         369          2341
-- Yosys cell counts (all sizes together), types with 3 or more instances --
cell	number
a2111oi	3
a211oi	5
a21o	3
a21oi	7
and2	8
ha	8
inv	3
mux2i	3
nand2	4
nand3b	3
nor2	4
o21ai	8
Power figures rest on the tool's default switching activity, not on a simulated workload.
