$ cat flow/design.v
package comparator_pkg;
    typedef enum logic[7:0] {min, max, inf, inf_or_eq, eq, sup_or_eq, sup, neq} comparator_intr_e;
endpackage
module additions #(parameter M = 8)
	(input logic [M-1:0] proba1, proba2,
	output logic [M-1:0] proba_out);
	logic [M:0] d1;
	logic [M-1:0] overflow;
	assign overflow = 8'b11111111;  
	assign d1 = proba1 + proba2;
	assign proba_out = d1[M] ? overflow : d1[M-1:0];
endmodule
module bot_logic_log #(parameter M = 8)  
(	
	input logic clk,
	input logic read_out, prog, read_mem, adr_0, inference_en,
	input logic [M-1:0] DATA, DATA_prev,
	output logic [M-1:0] DATA_next
);
	reg [M-1:0] reg_mem;
	logic [M-1:0] DATA_auth;
	always_ff @(posedge clk) begin
	if (prog || (read_mem && ~adr_0)) begin
		if (~(read_out)) reg_mem <= 8'b0;  
	end
	else if ((read_mem && adr_0) || inference_en) reg_mem <= DATA; 
	end
	assign DATA_auth = read_out ? reg_mem[M-1:0] : 8'b0;
	additions #(M) add(.proba1(DATA_auth), .proba2(DATA_prev), .proba_out(DATA_next));  
endmodule
$ cat flow/constraint.sdc
current_design bot_logic_log

set clk_period 7.7
set clk_io_pct 0.2

create_clock -name clk0 -period $clk_period [get_ports {clk}]

set non_clock_inputs [all_inputs -no_clocks]
set_input_delay [expr $clk_period * $clk_io_pct] -clock clk0 $non_clock_inputs
set_output_delay [expr $clk_period * $clk_io_pct] -clock clk0 [all_outputs]
$ cat flow/config.mk
export PLATFORM = sky130hd
export DESIGN_NAME = bot_logic_log
export DESIGN_NICKNAME = bot_logic_log
export VERILOG_FILES = /design/flow/design.v
export SDC_FILE = /design/flow/constraint.sdc
export NUM_CORES = 4
export LEC_CHECK = 1
export CORE_AREA = 10 10 78 78
export DIE_AREA = 0 0 88 88
$ cat flow/run.sh
#!/bin/bash
# OpenROAD 26Q1-2900-gdf79404cd8, Yosys 0.63+post, stock flow scripts
make -C /OpenROAD-flow-scripts/flow DESIGN_CONFIG=/design/flow/config.mk WORK_HOME=/design/flow/orfs finish
==> results.py <==
# Flow results
metrics = {
    "clock_network": {
        "ctsHoldBuffers": 0,
        "worst_skew_pair.late_latency_ns": 0.22,
        "postCtsSetupBuffers": 0,
        "clkTransAtPathRegs_ns": 0.04,
        "tritoncts": "yes",
        "cts.root.buffer_cell": "sky130_fd_sc_hd__clkbuf_8",
        "number_of_sinks_handled_by_clock_tree_synthesis": 8,
        "clock_tree.htree_level_count": 1,
        "total_clock_buffers_created_by_cts": 3,
        "postCtsResizedCells": 0,
        "clock_path_buffers": 2,
    },
    "routing": {
        "antennaDiodeCount": 0,
        "dr_total_vias": 669,
        "route.antenna.remaining_nets": 0,
        "drt-initial-drc-count": 36,
        "post-route-drc-count": 0,
        "firstDrtPassIters": 3,
        "vias_per_cell": 4.208,
        "postRouteWirelength_um": 1908,
        "wl_per_cell_um": 12.00,
    },
    "setup_path": {
        "critPathMaxFanout": 8,
        "crit_arrival_ns": 3.96,
        "worst_setup_path_startpoint": "read_out",
        "criticalPathCategory": "input pin to output pin",
        "launch_instance_of_the_worst_register_to_register_path": "reg_mem[1]$_DFFE_PP_",
        "start_kind": "input pin",
        "setup.worst_path.end_class": "output pin",
        "required_ns": 6.16,
    },
    "place": {
        "place_area_mm2": 0.001145,
        "place.port_buffers": 29,
        "place.detailed.hpwl_um": 1742,
        "place_worst_setup_slack_ns": 2.160,
        "gp_congestion": 0.9100,
    },
    "logic_synthesis": {
        "synthTopCellsByCount": "sky130_fd_sc_hd__and2_1, sky130_fd_sc_hd__edfxtp_1, sky130_fd_sc_hd__ha_1, sky130_fd_sc_hd__mux2_2",
        "ys_cells": 75,
        "syn-cell-area_um2": 789.5,
        "synthesis.yosys.warnings": 1,
        "ys_area_um2": 789.5,
        "synth_seq_share_pct": 30.43,
        "top_cell_area_share_pct": 30.43,
        "ys_top_cells_by_area": "sky130_fd_sc_hd__edfxtp_1, sky130_fd_sc_hd__ha_1, sky130_fd_sc_hd__mux2_2, sky130_fd_sc_hd__and2_1, sky130_fd_sc_hd__xor2_1",
        "syn_area_per_cell_um2": 10.53,
        "synth_cells": 75,
        "synth.distinct_cells": 27,
        "synthDominantAreaCellType": "sky130_fd_sc_hd__edfxtp_1",
        "ys_async_rst_share_pct": 0,
        "synth-edff-count": 8,
        "ff_type": "sky130_fd_sc_hd__edfxtp_1",
        "synth_flop_count": 8,
    },
    "final_layout": {
        "layout_top_registers": "reg_mem x8",
        "largest_register_ffs": 8,
        "max_flop_register": "reg_mem",
        "fin_area_mm2": 0.001186,
        "layout.core_utilization_pct": 26.87,
        "final_layout_size_suffix_gt1_share_pct": 19.63,
        "synthToLayoutAreaGrowth_pct": 50.24,
    },
    "min_path": {
        "holdCritStartpoint": "reg_mem[2]$_DFFE_PP_",
        "hold_class": "flop to flop",
    },
    "global_routing": {
        "grt_pass1_vias": 735,
        "grt_antenna_before_repair": 0,
        "total_track_usage_pct": 5.155,
        "global_route_wire_length_before_repair_um": 3277,
        "largest_net_degree_at_the_start_of_global_routing": 9,
        "globalRouteOverflowTotal": 0,
    },
    "timing": {
        "fin_crit_sh_pct": 71.46,
        "worst_clock_skew_ns": 0,
        "timing.final.hold_violations": 0,
        "setup-tns-final_ns": 0,
        "grt_setup_unrepaired": "false",
        "timing.max_slew.rel_slack_pct": 69.01,
        "maxSlewViolCount": 0,
        "fmaxAchievable_ghz": 0.1817,
        "max_slew.worst_pin.slew_ns": 0.4648,
        "post-route-worst-setup-slack_ns": 2.197,
        "fin_crit_ns": 5.503,
        "setup_viol": 0,
    },
    "die": {
        "die_boundary_width_um": 88,
        "num_rows": 24,
        "io-pin-count": 30,
        "starting_utilization_of_the_core_area_pct": 17.89,
        "floorplan_die_area_mm2": 0.007744,
        "placeableCoreArea_mm2": 0.004414,
        "chipHeight_um": 88,
    },
    "power": {
        "power.leakage_nw": 0.4957,
        "power_per_cell_area_mw_per_mm2": 147.2,
        "peakVddDrop_mv": 0.05943,
    },
    "run": {
        "drv_cap": 0,
        "stage_log_warnings": 25,
    },
    "outcome": {
        "outcome": "finished clean",
    },
}
routing by layer:
metal | wire, um | global-route usage [%] | vias up
met5 | 0 | 0 | -
met4 | 40 | 1.304 | 0
met3 | 143 | 2.058 | 4
met2 | 935 | 8.730 | 16
met1 | 789 | 5.929 | 304
li1 | - | - | 345
where the power goes:
part           switching [mW]  internal, mW
clock                  0.0130        0.0336
sequential           0.000806        0.0539
combinational          0.0275        0.0459
total                  0.0413         0.133
layout by cell type (no fill, tap or decap), types with 3 or more instances in the layout:
cell,netlist,routed
sky130_fd_sc_hd__nor2_1,3,3
sky130_fd_sc_hd__a21oi_1,5,5
sky130_fd_sc_hd__ha_1,8,8
sky130_fd_sc_hd__xor2_1,3,3
sky130_fd_sc_hd__mux2_2,8,8
sky130_fd_sc_hd__nand2_1,5,5
sky130_fd_sc_hd__edfxtp_1,8,8
sky130_fd_sc_hd__and2_1,8,8
sky130_fd_sc_hd__clkdlybuf4s50_1,0,29
sky130_fd_sc_hd__inv_1,3,3
sky130_fd_sc_hd__clkbuf_8,0,3
area by class of cell:
type	instances	area [um^2]
multi-input cells	64	538.0
fillers	456	3228
inverters	3	11.26
clock buffers	3	41.29
repair buffers	29	290.3
flip-flops and latches	8	240.2
well taps	52	65.06
per-stage QoR:
stage               power [mW]  instances  hold slack [ns]
finish                  0.1746        159           0.6957
global route            0.1893        159           0.7118
CTS                     0.1782        159           0.7037
detailed placement      0.1306        156           0.6952
global placement        0.1289        156           0.6844
floorplan              0.09270         75           0.6503
cell families after synthesis:
group,share of synthesized area [%]
flip-flops,30.43
multiplexers,12.68
AND-OR/OR-AND,14.26
AND/OR/NAND/NOR,21.56
buffers and inverters,1.426
adder cells (fa/ha/maj),15.21
XOR/XNOR,4.438
worst max-delay path: stages:
cell and delay (ns):
sky130_fd_sc_hd__clkdlybuf4s50_1 0.50, sky130_fd_sc_hd__and2_1 0.19, sky130_fd_sc_hd__ha_1 0.21, sky130_fd_sc_hd__fa_1 0.42, sky130_fd_sc_hd__a21o_1 0.22, sky130_fd_sc_hd__nor2_1 0.09, sky130_fd_sc_hd__nor4b_1 0.24, sky130_fd_sc_hd__o31ai_1 0.12
sky130_fd_sc_hd__clkdlybuf4s50_1 0.43
worst paths after layout:
kind,to,slack [ns],cells past startpoint
setup reg to reg,reg_mem[1]$_DFFE_PP_,6.61,2
setup / recovery,DATA_next[7],2.20,9
hold reg to reg,reg_mem[2]$_DFFE_PP_,0.70,2
hold / removal,reg_mem[2]$_DFFE_PP_,0.70,2
No activity file was given, so power comes from the tool's default toggle rates.
