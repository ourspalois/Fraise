$ cat flow/config.mk
export PLATFORM = sky130hd
export DESIGN_NAME = array_decoder_left
export DESIGN_NICKNAME = array_decoder_left
export VERILOG_FILES = /design/flow/design.v
export SDC_FILE = /design/flow/constraint.sdc
export NUM_CORES = 4
export LEC_CHECK = 1
export CORE_AREA = 10 10 70 70
export DIE_AREA = 0 0 80 80
$ cat flow/constraint.sdc
current_design array_decoder_left

set clk_period 1.0
set clk_io_pct 0.2

create_clock -name clk0 -period $clk_period [get_ports {clk}]

set non_clock_inputs [all_inputs -no_clocks]
set_input_delay [expr $clk_period * $clk_io_pct] -clock clk0 $non_clock_inputs
set_output_delay [expr $clk_period * $clk_io_pct] -clock clk0 [all_outputs]
$ cat flow/design.v
package comparator_pkg;
    typedef enum logic[7:0] {min, max, inf, inf_or_eq, eq, sup_or_eq, sup, neq} comparator_intr_e;
endpackage
module array_decoder_left #(parameter Narray = 2, Nword = 3, N = Nword + Narray)
(
        input logic clk, CWL,
        input logic [N-1:0] adr_full_row,
        input logic read_out, inference, 
        output logic [Nword + 2**Narray*2-1:0] reg_lrs
);
	reg [Nword + 2**Narray*2-1:0] reg_lr;
	logic [3:0] selected_left;
	logic [3:0] CWL_in;
	assign selected_left = read_out ? 4'b0 : (inference ? 4'b1111 : 4'b1 << adr_full_row[N-1:N-2]);  
	assign CWL_in = CWL ? selected_left : 4'b0;  
	assign reg_lrs = reg_lr;
	always_ff @(posedge clk) begin
		if (read_out) reg_lr <= 7'b0;
		else reg_lr <= { selected_left, CWL_in, adr_full_row[Nword-1:0]};  
	end
endmodule
$ cat flow/run.sh
#!/bin/bash
# OpenROAD 26Q1-2900-gdf79404cd8, Yosys 0.63+post, stock flow scripts
make -C /OpenROAD-flow-scripts/flow DESIGN_CONFIG=/design/flow/config.mk WORK_HOME=/design/flow/orfs finish
==> flow_metrics.tcl <==
# yosys + openroad results
set metrics [dict create \
    min_period_over_period 0.939 \
    grt_start_max_net_pins 7 \
    gp_congestion 0.678 \
    place_inst 94 \
    design.core.area_um2 3420 \
    die_w_um 80 \
    max-cap-violations 0 \
    finalHoldViolations 0 \
    drtAntennaViolNets 0 \
    relSlewSlack 0.887 \
    top_register "reg_lr" \
    gr-total-overflow 0 \
    grt_antenna_before_repair 0 \
    max_freq_ghz 1.07 \
    syn_area_per_cell_um2 11.7 \
    p_leak_nw 0.247 \
    worstPathCellList "clkdlybuf4s15_1" \
    outcome "completed" \
    wl_per_cell_um 9.14 \
    n_antenna_cell 0 \
    dieArea_um2 6400 \
    portBuffers 19 \
    holdPathStages 2 \
    holdWs_ns 0.547 \
    viasPerCell 2.94 \
    openroad.warnings 25 \
    ctsHtreeMaxLevel 1 \
    cts_inserted_buffers 3 \
    start_kind "flop" \
    drive_gt1_frac 0.250 \
    largest_reg_flops 11 \
    grt_pass1_vias 314 \
    fin_ws_ns 0.0613 \
    met1_usage 0.0253 \
    yosys-stat-area_um2 327 \
    cts_tree "built" \
    cts_setup_buffers 0 \
    topCellsByArea "dfxtp_1, and2b_2, a21oi_1, nor2_1, nand2b_4" \
    placed_cell_area_um2 582 \
    max_stage_delay_ns 0.31 \
    ys.flops 11 \
    criticalPathCategory "flop to primary output" \
    drc 0 \
    period_minus_slack_ns 0.939 \
    setup_viol 0 \
    pre_cts_ws_ns -0.0710 \
    worst-path-buf-inv 1 \
    dr.pass1.iters 4 \
    arrival_ns 0.74 \
    root_buffer "clkbuf_4" \
    worstPathMaxFanout 1 \
    use_met3 0.00909 \
    worst_pin_slew_ns 0.169 \
    ys_types 8 \
    ys_warn_count 1 \
    rows 21 \
    min_to "reg_lr[1]" \
    synth_area_um2 327 \
    power-per-cell-area_nw_per_um2 1410 \
    ys_seq_share 0.674 \
    clock_sinks 11 \
    ios 20 \
    hold_buffers 0 \
    cp-end-kind "primary output" \
    fp-utilization 0.0956 \
    rsz0062_at_grt "no" \
    design_area_um2 613 \
    gr-usage-met2 0.0522 \
    wirelength_um 896 \
    path_clk_slew_ns 0.06 \
    yosysCellCount 28 \
    yosysTopAreaCell "dfxtp_1" \
    grt_usage 0.0276 \
    grt_pass1_wl_mm 1.42 \
    syn_inst 28 \
    drt_iter0_drc 24 \
    hold_class "primary input to flop" \
    clock_path_buffers 2 \
    top_usage_layer "met2" \
    power_mw 0.862 \
    die_h_um 80 \
    synth.top_cell.area_share 0.674 \
    critPathTopFamily "flip-flops" \
    maxSlewViolCount 0 \
    finalNonFillerCells 98 \
    critPathRequiredTime_ns 0.80 \
    vdd_drop_max_uv 270 \
    hold_start "adr_full_row[1]" \
    reg_top3 "reg_lr (11)" \
    area.growth.synth_to_final_pct 87.7 \
    num_vias 288 \
    slowest_stage "dfxtp_1" \
]
==> synthesized netlist by cell type <==
master and count:
inv_1 1, dfxtp_1 11, and2b_2 3, nand2b_1 2, o21ba_2 1, a21oi_1 5, nor2_1 4, nand2b_4 1
==> placed cells by master (no fill, tap or decap), drive strengths merged <==
master	instances
nor2	4
clkdlybuf4s15	11
a21oi	5
and2b	3
inv	1
nand2b	3
buf	1
dfxtp	11
clkdlybuf4s50	8
o21ba	1
clkbuf	4
==> repair_timing <==
action,in CTS,in global routing
gates cloned,0,0
endpoints found under the setup margin,11,5
gates resized,19,7
==> layer usage <==
layer,wire length (µm),up-vias,share of wire
li1,-,141,-
met5,0,-,0
met4,34,0,0.038
met1,265,131,0.30
met3,96,2,0.11
met2,500,14,0.56
==> power breakdown <==
part	internal, mW	leakage, nW	total [mW]	switching (mW)
combinational	0.0766	0.139	0.108	0.0314
clock	0.154	0.0150	0.283	0.129
sequential	0.465	0.0928	0.472	0.00656
==> stage by stage <==
step                      utilization  TNS [ns]
after detailed placement        0.170    -0.654
after floorplan                     -         0
after CTS                       0.177         0
final                           0.179         0
after global placement          0.170    -0.552
after global routing            0.179         0
==> cell type report <==
type / count / area [µm²]
clock buffers: 4 / 26.3
fillers: 379 / 2800
well taps: 46 / 57.6
repair buffers: 20 / 198
multi-input cells: 16 / 103
inverters: 1 / 3.75
flip-flops and latches: 11 / 225
==> worst max path at each step <==
stage | cells past startpoint | startpoint | slack, ns | endpoint
finish | 1 | reg_lr[2] | 0.06 | reg_lrs[2]
CTS | 1 | reg_lr[5] | 0.002 | reg_lrs[5]
global route | 1 | reg_lr[0] | 0.006 | reg_lrs[0]
==> cells by family after synthesis <==
family,count (synthesis),share of synthesized area
AND/OR/NAND/NOR,10,0.207
AND-OR/OR-AND,6,0.107
flip-flops,11,0.674
buffers and inverters,1,0.0115
Power and IR drop assume default switching activity.
